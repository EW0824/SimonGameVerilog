==> ./design.v <==
`timescale 1ns / 1ps
`timescale 1ns/1ps
module simon_fsm #(
    parameter N = 10           
)(
    input  wire         clk_tick,
    input  wire         reset,
    input  wire  [1:0]  lfsr_val,
    input  wire  [1:0]  seq_val,
    input  wire         btn_valid,
    input  wire  [1:0]  btn_val,
    output reg          write_en,
    output reg   [3:0]  wr_addr,
    output reg   [1:0]  wr_data,
    output reg   [3:0]  rd_addr,
    output reg          lfsr_enable,
    output reg   [3:0]  led,
    output reg          error_led,
    output reg   [2:0]  state,
    output      [3:0]   init_cnt     
);
    localparam [2:0]
      S_INIT  = 3'd0,
      S_PLAY  = 3'd1,
      S_WAIT  = 3'd2,
      S_CHECK = 3'd3,
      S_ERROR = 3'd4;
    reg [3:0] init_idx, play_idx, input_idx, round_cnt;
    reg [1:0] latched_btn;
    assign init_cnt = init_idx;
    always @(posedge clk_tick or posedge reset) begin
      if (reset) begin
        state       <= S_INIT;
        init_idx    <= 4'd0;
        play_idx    <= 4'd0;
        input_idx   <= 4'd0;
        round_cnt   <= 4'd0;
        write_en    <= 1'b0;
        lfsr_enable <= 1'b0;
        led         <= 4'd0;
        error_led   <= 1'b0;
      end else begin
        write_en    <= 1'b0;
        lfsr_enable <= 1'b0;
        case (state)
          S_INIT: begin
            if (init_idx < N) begin
              write_en    <= 1;
              lfsr_enable <= 1;
              wr_addr     <= init_idx;
              wr_data     <= lfsr_val;
              init_idx    <= init_idx + 1;
            end else begin
              round_cnt <= 4'd1;
              play_idx  <= 4'd0;
              state     <= S_PLAY;
            end
          end
          S_PLAY: begin
            if (play_idx < round_cnt) begin
              rd_addr  <= play_idx;
              led      <= 4'b0001 << seq_val;
              play_idx <= play_idx + 1;
            end else begin
              led       <= 4'd0;
              input_idx <= 4'd0;
              state     <= S_WAIT;
            end
          end
          S_WAIT: begin
            led <= 4'd0;
            if (btn_valid) begin
              latched_btn <= btn_val;
              state       <= S_CHECK;
            end
          end
          S_CHECK: begin
            led <= 4'd0;
            if (latched_btn == seq_val) begin
              input_idx <= input_idx + 1;
              if (input_idx + 1 == round_cnt) begin
                round_cnt <= round_cnt + 1;
                play_idx  <= 4'd0;
                state     <= S_PLAY;
              end else begin
                state <= S_WAIT;
              end
            end else begin
              error_led <= 1'b1;
              state     <= S_ERROR;
            end
          end
          S_ERROR: begin
            if (btn_valid) begin
              error_led <= 1'b0;
              round_cnt <= 4'd1;
              play_idx  <= 4'd0;
              state     <= S_PLAY;
            end
          end
          default: state <= S_INIT;
        endcase
      end
    end
endmodule
==> ./run.sh <==
#!/bin/bash
# OpenROAD 26Q1-2900-gdf79404cd8, Yosys 0.63+post, stock flow scripts
make -C /OpenROAD-flow-scripts/flow DESIGN_CONFIG=/design/flow/config.mk WORK_HOME=/design/flow/orfs finish
==> ./config.mk <==
export PLATFORM = sky130hd
export DESIGN_NAME = simon_fsm
export DESIGN_NICKNAME = simon_fsm
export VERILOG_FILES = /design/flow/design.v
export SDC_FILE = /design/flow/constraint.sdc
export NUM_CORES = 4
export LEC_CHECK = 1
export CORE_AREA = 10 10 112 112
export DIE_AREA = 0 0 122 122
==> ./constraint.sdc <==
current_design simon_fsm

set clk_period 3.1
set clk_io_pct 0.2

create_clock -name clk0 -period $clk_period [get_ports {clk_tick}]

set non_clock_inputs [all_inputs -no_clocks]
set_input_delay [expr $clk_period * $clk_io_pct] -clock clk0 $non_clock_inputs
set_output_delay [expr $clk_period * $clk_io_pct] -clock clk0 [all_outputs]
==> results.toml <==
# physical design summary
[setup_path]
path_depth = 5
end_kind = "register"
endpoint = "rd_addr[3]"
start_kind = "register"
arrival_ns = 2.17
rr_worst_depth = 5
cp_top_family = "AND-OR/OR-AND gates"
r2r_slack_ns = 0.89
critPathLaunch = "round_cnt[1]"
rr_startpoint = "round_cnt[1]"
worstReg2RegEnd = "rd_addr[3]"
required_ns = 3.06
cp_slowest_cell = "dfrtp_1"
crit_chain = "inv_1 > ha_1 > a2111oi_4 > o21ai_0 > nor2_1"
crit_buf_inv = 1
critPathMaxStageDelay_ns = 0.45
path_max_fanout = 5
critPathKind = "reg -> reg"

[pwr]
p_total_mw = 2.35
p_switching_mw = 0.875
p_int_mw = 1.47
pwr_density_cell_mw_per_mm2 = 966
pwr-share-clk_pct = 17.4
sequentialPowerShare_pct = 37.2
peakVddDrop_mv = 0.313
power_frac_comb_pct = 45.4
p_sw_share_pct = 37.3
cellLeakagePower_nw = 0.912

[global_routing]
grt_first_pass_wirelength_um = 6820
grt_max_degree = 26
antenna_found_initial = 0
grt.total_usage_pct = 5.49
grt_pass1_vias = 1337
overflow = 0

[die]
core_area_mm2 = 0.0102
row_count = 37
chipArea_mm2 = 0.0149
fp_util_pct = 18.3
die_width_um = 122
ioPinCount = 33
die_h_um = 122

[synthesis]
ys.flop_type = "dfrtp_1"
netlist_instances = 154
yosys_area_mm2 = 0.00187
ys_seq_share_pct = 52.8
synthMuxAreaShare_pct = 1.74
syn_area_per_cell_um2 = 12.1
edf_count = 12
yosys.area_share.adder_pct = 4.69
synth.yosys.num_cells = 154
syn_area_mm2 = 0.00187
async_flop_share_pct = 67.6
yosys_warnings = 1
ys_sh_simple_pct = 12.5
ys_sh_xor_pct = 5.09
synth-seq-cells = 37
netlist_logic_family_top = "AND-OR/OR-AND gates"
compound_area_share_pct = 19.2
synthDistinctLibCells = 52

[min_path]
hold_path_depth = 2
hold_class = "reg -> reg"

[cells_and_area]
num-fill-cells = 1075
seq_area_um2 = 986
comb_area_um2 = 807
area_delta_synth_final_pct = 30.1
drive_above_1_share_pct = 11.1

[job]
warning_count = 25
maxCapViolations = 0

[clock_tree]
numCtsBuffers = 5
cts_setup_buffers = 0
clk_pin_slew_ns = 0.07
cts_tree = "yes"
cts_sinks = 37
postCtsHoldBufs = 0
cts_resized = 0
clock_latency_ns = 0.29
clockBufferDepth = 2
cts_htree_levels = 2
cts-root-buf = "clkbuf_8"

[timing]
setup_viol = 0
tightestPinTransition_ns = 0.511
rsz0062_at_grt = "no"
drv_slew = 0
fin_crit_ns = 2.21
slew_headroom_pct = 65.6
hold_viol = 0
tns_ns = 0
fin_worst_skew_ns = 0.00429
min_period_over_period_pct = 71.4
max_freq_ghz = 0.452

[drt]
wl_um = 4080
drc = 0
routedWlPerCell_um = 12.5
diodes = 0
via_count = 1338
drt_iter0_drc = 44
ant_nets = 0
drt_pass1_iterations = 4
via_per_inst = 4.10

[place]
io_buffers = 32
dpl.hpwl_um = 3050
gp_congestion = 0.811

[run_status]
status = "finished, final reports clean"
-- flip-flops by register name, indices dropped and copies added, names as in the netlist --
signal	flops
lfsr_enable	1
wr_addr	4
led	4
play_idx	4
round_cnt	4
init_idx	4
state	3
wr_data	2
latched_btn	2
input_idx	4
error_led	1
rd_addr	4
-- how the worst min path moves through the flow --
stage | startpoint | endpoint | slack, ns
CTS | led[0] | led[0] | 0.48
global route | led[1] | led[1] | 0.52
finish | led[0] | led[0] | 0.48
-- layout by cell type, fill, tap and decap left out, types with 2 or more instances in the layout --
master,n
xnor2_1,7
xor2_1,2
nand2b_1,4
a31oi_1,3
a221oi_1,2
a32o_1,2
o31ai_1,2
inv_1,8
and2_1,2
o21a_1,2
nor2_1,9
nand2_1,6
dfrtp_1,25
nand3_2,2
o211ai_1,4
and3b_1,2
clkbuf_8,5
nor4_1,2
a21oi_1,5
mux2_2,2
edfxtp_1,12
a22o_1,4
nor2b_1,2
ha_1,7
nand3b_1,2
nand3_1,3
clkdlybuf4s50_1,32
or4_1,2
o21ai_0,5
-- worst register-to-register path: cells and delay by family (launching register included) --
family                     cells  cell delay [ns]
and+or+nand+nor                1             0.35
buffers and inverters          1             0.07
adders and majority gates      1             0.31
DFF                            1             0.45
AOI/OAI and AO/OA              2             0.71
-- cells in the mapped netlist (2+ instances only) --
cell,n,area share [%]
nor2_1,9,1.8
dfrtp_1,25,33
buf_4,2,0.80
o31ai_1,2,0.80
or4_1,2,0.80
nand2_1,6,1.2
a32o_1,2,1.1
xor2_1,2,0.94
o211ai_1,4,1.6
nor4_1,2,0.67
o21a_1,2,0.80
nor2b_1,2,0.67
a21oi_1,5,1.3
and3b_1,2,0.94
a221oi_1,2,0.94
nand3b_1,2,0.80
o21ai_0,5,1.3
a22o_1,4,1.9
nand3_1,3,0.80
nand3_2,2,1.1
nand2b_1,4,1.3
ha_1,7,4.7
xnor2_1,7,3.3
a31oi_1,3,1.0
inv_1,8,1.6
and2_1,2,0.67
edfxtp_1,12,19
mux2_2,2,1.2
-- power by group through the flow --
stage / sequential (mW) / clock [mW] / combinational [mW]
4_1_cts: 0.873 / 0.419 / 1.08
5_1_grt: 0.903 / 0.436 / 1.19
6_report: 0.873 / 0.409 / 1.07
-- metal layers --
layer / global-route usage (%) / routed length [um] / up-vias
met2: 8.82 / 1850 / 28
met5: 0 / 0 / -
li1: - / - / 649
met1: 7.53 / 1890 / 656
met3: 1.27 / 255 / 5
met4: 0.969 / 82 / 0
-- cell families (layout without fill, tap and decap cells) --
logic type	after synthesis	after routing
adder cells (fa/ha/maj)	7	7
AND-OR/OR-AND	43	43
flip-flops	37	37
multiplexers	3	3
AND/OR/NAND/NOR	41	41
XOR/XNOR	10	10
buffers and inverters	13	49
-- stage by stage --
step	hold slack, ns	instance area, um^2	utilization (%)	setup slack [ns]	instances
global placement	0.464	2320	22.7	0.717	318
floorplan	0.424	1870	-	1.22	154
finish	0.481	2430	23.8	0.886	326
detailed placement	0.467	2320	22.7	0.648	318
global route	0.522	2430	23.8	0.748	326
CTS	0.484	2430	23.8	0.871	326
-- cell type report --
| class | count | share of cell area, % |
|---|---|---|
| flip-flops and latches | 37 | 40.6 |
| multi-input cells | 104 | 33.2 |
| repair buffers | 33 | 13.5 |
| well taps | 136 | 7.00 |
| clock buffers | 5 | 2.83 |
| clock inverters | 3 | 1.70 |
| inverters | 8 | 1.24 |
Power figures rest on the tool's default switching activity, not on a simulated workload.
