[run.sh]
#!/bin/bash
# OpenROAD 26Q1-2900-gdf79404cd8, Yosys 0.63+post, stock flow scripts
make -C /OpenROAD-flow-scripts/flow DESIGN_CONFIG=/design/flow/config.mk WORK_HOME=/design/flow/orfs finish
[config.mk]
export PLATFORM = sky130hd
export DESIGN_NAME = top
export DESIGN_NICKNAME = top
export VERILOG_FILES = /design/flow/design.v
export SDC_FILE = /design/flow/constraint.sdc
export NUM_CORES = 4
export LEC_CHECK = 1
export CORE_UTILIZATION = 40
[design.v]
module clock_divider #(
    parameter WIDTH = 27,
    parameter BIT   = 26
)(
    input  wire        clk,
    input  wire        reset,
    output wire        slow_clk
);
    reg [WIDTH-1:0] cnt;
    always @(posedge clk or posedge reset) begin
        if (reset)   cnt <= {WIDTH{1'b0}};
        else         cnt <= cnt + 1'b1;
    end
    assign slow_clk = cnt[BIT];
endmodule
module debounced #(parameter N = 19)(   
    input  wire clk,    
    input  wire rst,
    input  wire raw,    
    output reg  q       
);
    reg [N-1:0] cnt = 0;
    reg state = 0;
    always @(posedge clk or posedge rst) begin
        if (rst) begin cnt<=0; state<=0; q<=0; end
        else begin
            if (raw==state) cnt<=0;
            else if (cnt==(1<<N)-1) begin
                state <= raw;
                q     <= raw;
                cnt   <= 0;
            end else cnt <= cnt + 1;
        end
    end
endmodule
`timescale 1ns/1ps
module debug_display(
    input  wire [3:0] hex,   
    output reg  [6:0] seg,   
    output wire [3:0] an     
);
  assign an = 4'b1110;
  always @(*) begin
    case (hex)
      4'h0: seg = 7'b1000000;  
      4'h1: seg = 7'b1111001;  
      4'h2: seg = 7'b0100100;  
      4'h3: seg = 7'b0110000;  
      4'h4: seg = 7'b0011001;  
      4'h5: seg = 7'b0010010;  
      4'h6: seg = 7'b0000010;  
      4'h7: seg = 7'b1111000;  
      4'h8: seg = 7'b0000000;  
      4'h9: seg = 7'b0010000;  
      4'hA: seg = 7'b0001000;  
      4'hB: seg = 7'b0000011;  
      4'hC: seg = 7'b1000110;  
      4'hD: seg = 7'b0100001;  
      4'hE: seg = 7'b0000110;  
      4'hF: seg = 7'b0001110;  
      default: seg = 7'b1111111;  
    endcase
  end
endmodule
`timescale 1ns/1ps        
module sequence_rom #(
    parameter DEPTH = 10,
    parameter AW    = 4,
    parameter DW    = 2
)(
    input  wire           clk,  
    input  wire           write_en,
    input  wire [AW-1:0]  wr_addr,
    input  wire [DW-1:0]  wr_data,
    input  wire [AW-1:0]  rd_addr,
    output reg  [DW-1:0]  rd_data
);
    reg [DW-1:0] mem [0:DEPTH-1];
    reg [DW-1:0] next_rd_data;  
    wire wr_addr_valid = (wr_addr < DEPTH);
    wire rd_addr_valid = (rd_addr < DEPTH);
    integer j;
    initial begin
        for (j = 0; j < DEPTH; j = j + 1) begin
            mem[j] = {DW{1'b0}};
        end
    end
    always @(*) begin
        next_rd_data = {DW{1'bx}};
        if (write_en && wr_addr_valid && (wr_addr == rd_addr)) begin
            next_rd_data = wr_data;   
        end else if (rd_addr_valid) begin
            next_rd_data = mem[rd_addr];   
        end
    end
    always @(posedge clk) begin
        if (write_en && wr_addr_valid) begin
            mem[wr_addr] <= wr_data; 
        end
        rd_data <= next_rd_data;
    end
endmodule
`timescale 1ns/1ps
module simon_fsm_hard #(
    parameter N        = 10,     
    parameter LED_HOLD = 96      
)(
    input  wire        clk_tick,
    input  wire        reset,
    input  wire        btn_valid,
    input  wire [1:0]  btn_val,
    output reg  [3:0]  led,
    output reg         error_led,
    output reg  [2:0]  state,
    output wire [3:0]  init_cnt
);
    localparam [2:0]
        S_INIT  = 3'd0,
        S_PLAY  = 3'd1,
        S_WAIT  = 3'd2,
        S_CHECK = 3'd3,
        S_ERROR = 3'd4;
    reg [1:0] sequence [0:N-1];
    initial begin
        sequence[0] = 2'd2; sequence[1] = 2'd1;
        sequence[2] = 2'd3; sequence[3] = 2'd1;
        sequence[4] = 2'd0; sequence[5] = 2'd2;
        sequence[6] = 2'd3; sequence[7] = 2'd0;
        sequence[8] = 2'd1; sequence[9] = 2'd3;
    end
    reg [3:0] init_idx, play_idx, input_idx, round_cnt;
    reg [6:0] hold_cnt;                 
    reg [1:0] latched_btn;              
    assign init_cnt = init_idx;         
    always @(posedge clk_tick or posedge reset) begin
        if (reset) begin
            state       <= S_INIT;
            init_idx    <= 0;
            play_idx    <= 0;
            input_idx   <= 0;
            round_cnt   <= 0;
            hold_cnt    <= 0;
            latched_btn <= 0;
            led         <= 0;
            error_led   <= 0;
        end
        else begin
            case (state)
            S_INIT : begin
                if (init_idx < N)
                    init_idx <= init_idx + 1;             
                else begin
                    round_cnt <= 1;
                    play_idx  <= 0;
                    hold_cnt  <= 0;
                    state     <= S_PLAY;
                end
            end
            S_PLAY : begin
                if (hold_cnt != 0) begin                  
                    hold_cnt <= hold_cnt - 1;
                end
                else if (play_idx < round_cnt) begin
                    led      <= 4'b0001 << sequence[play_idx];
                    play_idx <= play_idx + 1;
                    hold_cnt <= LED_HOLD - 1;
                end
                else begin
                    led       <= 0;
                    input_idx <= 0;
                    state     <= S_WAIT;
                end
            end
            S_WAIT : begin
                led <= 0;
                if (btn_valid) begin
                    latched_btn <= btn_val;               
                    state       <= S_CHECK;
                end
            end
            S_CHECK : begin
                if (latched_btn == sequence[input_idx]) begin
                    input_idx <= input_idx + 1;
                    if (input_idx + 1 == round_cnt) begin
                        if (round_cnt < N) begin          
                            round_cnt <= round_cnt + 1;
                            play_idx  <= 0;
                            hold_cnt  <= 0;
                            state     <= S_PLAY;
                        end else begin                    
                            state <= S_INIT;
                        end
                    end else begin
                        state <= S_WAIT;                  
                    end
                end else begin
                    error_led <= 1;
                    led       <= 0;
                    state     <= S_ERROR;
                end
            end
            S_ERROR : begin
                led <= 0;
                if (btn_valid) begin                      
                    error_led   <= 0;
                    round_cnt   <= 1;
                    play_idx    <= 0;
                    hold_cnt    <= 0;
                    state       <= S_PLAY;
                end
            end
            default: state <= S_INIT;
            endcase
        end  
    end  
endmodule
`timescale 1ns/1ps
module top(
    input  wire       clk,         
    input  wire       reset,       
    input  wire [3:0] btn,         
    output wire [3:0] led,         
    output wire       error_led,   
    output wire [6:0] seg,         
    output wire [3:0] an           
);
  wire        slow_clk;
  wire [1:0]  lfsr_val, seq_val;
  wire        btn_valid;
  wire [1:0]  btn_val;
  wire        write_en;
  wire        lfsr_en = 1'b1;
  wire [3:0]  wr_addr, rd_addr;
  wire [1:0]  wr_data;
  wire [2:0]  fsm_state;
  wire [3:0]  init_cnt;
  clock_divider clkdiv (
    .clk      (clk),
    .reset    (reset),
    .slow_clk (slow_clk)
  );
  wire btn_clk;    
  clock_divider #(.WIDTH(20), .BIT(19)) btn_clk_gen (
    .clk      (clk),     
    .reset    (reset),
    .slow_clk (btn_clk)  
  );
  sequence_rom #(.DEPTH(4)) rom (
    .clk      (slow_clk),
    .rd_addr  (4'b0),            
    .rd_data  (seq_val)          
  );
  wire [3:0] clean_btn;       
  genvar k;
  generate
    for (k=0; k<4; k=k+1) begin : DEB
        debounced db (
            .clk (clk),             
            .rst (reset),
            .raw (btn[k]),
            .q   (clean_btn[k])
        );
    end
  endgenerate
  reg  [3:0] btn_s1=0, btn_s2=0;  
  always @(posedge btn_clk or posedge reset) begin
     if (reset) begin btn_s1<=0; btn_s2<=0; end
     else       begin btn_s1<=clean_btn; btn_s2<=btn_s1; end
  end
  wire [3:0] btn_rise = btn_s1 & ~btn_s2;    
  always @(*) begin
    casex (btn_rise)
        4'b0001: begin btn_valid_r=1; btn_val_r=2'd0; end
        4'b0010: begin btn_valid_r=1; btn_val_r=2'd1; end
        4'b0100: begin btn_valid_r=1; btn_val_r=2'd2; end
        4'b1000: begin btn_valid_r=1; btn_val_r=2'd3; end
        default: begin btn_valid_r=0; btn_val_r=2'd0; end
    endcase
  end
  reg       btn_valid_r;
  reg [1:0] btn_val_r;
  always @(*) begin
      casex (btn_rise)
          4'b0001: begin btn_valid_r = 1'b1; btn_val_r = 2'd0; end    
          4'b0010: begin btn_valid_r = 1'b1; btn_val_r = 2'd1; end    
          4'b0100: begin btn_valid_r = 1'b1; btn_val_r = 2'd2; end    
          4'b1000: begin btn_valid_r = 1'b1; btn_val_r = 2'd3; end    
          default: begin btn_valid_r = 1'b0; btn_val_r = 2'd0; end
      endcase
  end
  assign btn_valid = btn_valid_r;
  assign btn_val   = btn_val_r;
  simon_fsm_hard #(.N(10)) fsm (
    .clk_tick  (btn_clk),
    .reset     (reset),
    .btn_valid (btn_valid),
    .btn_val   (btn_val),
    .led       (led),
    .error_led (error_led),
    .state     (fsm_state),
    .init_cnt  (init_cnt)
  );
  wire [3:0] debug_nibble = (fsm_state == 3'd0)
                            ? init_cnt
                            : {1'b0, fsm_state};
  debug_display dbg (
    .hex(debug_nibble),
    .seg(seg),
    .an (an )
  );
endmodule
[constraint.sdc]
current_design top

set clk_period 4.8
set clk_io_pct 0.2

create_clock -name clk0 -period $clk_period [get_ports {clk}]

set non_clock_inputs [all_inputs -no_clocks]
set_input_delay [expr $clk_period * $clk_io_pct] -clock clk0 $non_clock_inputs
set_output_delay [expr $clk_period * $clk_io_pct] -clock clk0 [all_outputs]
==> results.toml <==
# flow metrics
[yosys]
syn_inst = 754
top_cells_by_count = "dfrtp_1, nor2_1, nand2_1, xor2_1, xnor2_1"
ys_chip_area_um2 = 7340
synth_area_um2 = 7340
top_cells_by_area = "dfrtp_1, nor2_1, xor2_1, xnor2_1, ha_1"
synth_area_per_cell_um2 = 9.73
top_cell = "dfrtp_1"
yosys.area.top_type_share_pct = 49.5
synth_flops = 145
ff_type = "dfrtp_1"
ys_async_sr_fraction_pct = 100
yosysCellCount = 754
synth_top_cell_by_area = "dfrtp_1"
yosys_warnings = 10
edf_count = 0
ys_seq_share_pct = 49.5
synthDistinctLibCells = 57

[place]
place_congestion = 0.830
dp_slack_ns = 2.33
post-dp-hpwl_um = 8140
dpl_cell_area_um2 = 7720
portBuffers = 17

[drt]
finalWirelength_um = 11900
drt-wirelength-per-cell_um = 11.9
first_iter_violations = 269
dr.pass1.iters = 5
num_vias = 4893
drc_errors = 0
viasPerCell = 4.89
ant_nets = 0
antennaDiodeCount = 0

[power]
power_density_nw_per_um2 = 209
intPower_w = 0.00127
leakagePower_nw = 3.52
power.switching_w = 0.000404
ir_worst_vdd_uv = 156
p_clk_share_pct = 42.5
sequentialPowerShare_pct = 53.6
swShare_pct = 24.1
comb_power_share_pct = 3.9

[global_route]
grt_max_degree = 52
grt_pass1_wl_um = 21300
track_usage_pct = 14.3
grt_pass1_vias = 4602
grt-ovfl-total = 0
antenna_found_initial = 0

[worst_setup_path]
critPathLaunchType = "flop"
crit_fanout = 18
cp-startpoint = "DEB[0].db.cnt[0]$_DFF_PP0_"
rr_endpoint = "DEB[0].db.cnt[15]$_DFF_PP0_"
path_class = "flop to flop"
r2r_slack_ns = 2.51
ff2ff_path_depth = 7
crit_arrival_ns = 2.50
worst_setup_path_end_kind = "flop"
required_ns = 5.01
timing.rr.start = "DEB[0].db.cnt[0]$_DFF_PP0_"

[timing]
finalHoldViolCount = 0
tightestPinTransition_ns = 0.667
fin_tns_setup_ns = 0
slew_viol_final = 0
untimed_endpoints = 53
rsz0062_at_grt = "false"
unclocked_regs = 41
period_needed_ns = 2.29
setup_ws_ns = 2.51
relSlewSlack_pct = 55.6
clock.fmax_mhz = 436
setup_viol = 0
fin_worst_skew_ns = 0.00654
fin_crit_sh_pct = 47.8

[cts]
htreeDepth = 3
cts_root_buf = "clkbuf_16"
ctsResizeCount = 0
clk_latency_ns = 0.35
hold_buffers = 0
post_cts.repair.setup_buffers = 0
clk_pin_slew_ns = 0.07
cts_buffer_depth = 2
cts_tree = "done"
cts_made_buffers = 9

[die]
fp-row-count = 49
io_pins = 22
coreArea_um2 = 18000
die_h_um = 137
initCoreUtil_pct = 40.8
die_x_um = 137
die-area_um2 = 18900

[finish]
largestRegisters = "DEB.db.cnt x76, btn_clk_gen.cnt x20, fsm.hold_cnt x7"
drive_above_1_share_pct = 5.19
largest_reg_flops = 76
regMostFlops = "DEB.db.cnt"
fin_area_um2 = 8010
area_delta_synth_final_pct = 9.12

[min_path]
holdPathStages = 1
whs_endpoint = "btn_clk_gen.cnt[13]$_DFF_PP0_"
worstHoldPathType = "flop to flop"
worstHoldStart = "btn_clk_gen.cnt[13]$_DFF_PP0_"

[run_status]
status = "finished, final reports clean"

[run]
tool_warnings = 34
drv_cap = 0
## critical path: stages, from the launching register on
cell,delay [ns]
dfrtp_1,0.39
ha_1,0.20
nand3_1,0.17
nor2_1,0.20
and3_1,0.30
and3_1,0.24
or2_1,0.53
nor2_1,0.12
## cells by family (layout without fill, tap and decap cells)
family,count (synthesis),in the layout,share of synthesized area [%]
buffers and inverters,49,64,2.95
multiplexers,14,14,2.39
AND-OR/OR-AND,98,98,8.44
other,2,4,0.102
flip-flops,145,145,49.5
AND/OR/NAND/NOR,328,328,21.4
XOR/XNOR,95,95,11.3
adder cells (fa/ha/maj),23,23,3.92
## stage by stage
| stage | instances | util (%) | total power [W] | hold WS (ns) |
|---|---|---|---|---|
| 2_1_floorplan | 756 | - | 0.000964 | 0.434 |
| 3_3_place_gp | 984 | 43.0 | 0.000983 | 0.454 |
| 3_5_place_dp | 984 | 43.0 | 0.000983 | 0.452 |
| 4_1_cts | 1000 | 44.6 | 0.00171 | 0.469 |
| 5_1_grt | 1000 | 44.6 | 0.00175 | 0.490 |
| 6_report | 1000 | 44.6 | 0.00167 | 0.463 |
## how the worst max path moves through the flow
stage	slack, ns	endpoint
4_1_cts	2.49	DEB[0].db.cnt[15]$_DFF_PP0_
5_1_grt	2.31	DEB[0].db.cnt[4]$_DFF_PP0_
6_report	2.51	DEB[0].db.cnt[15]$_DFF_PP0_
## area by class of cell
| cell class | instances | area (um2) |
|---|---|---|
| multi-input combinational | 562 | 3500 |
| inverter | 27 | 105 |
| clock inverter | 6 | 57.6 |
| tap | 229 | 287 |
| fill | 1692 | 9960 |
| timing repair buffer | 21 | 200 |
| sequential | 145 | 3630 |
| clock buffer | 10 | 229 |
## power by group through the flow
stage | sequential, W | combinational, W | clock, W
4_1_cts | 0.000897 | 0.0000688 | 0.000745
5_1_grt | 0.000900 | 0.0000760 | 0.000773
6_report | 0.000898 | 0.0000651 | 0.000712
## per-layer routing
metal | wire length [um] | GRT usage [%]
met5 | 0 | 0
met4 | 178 | 1.77
met3 | 246 | 1.69
met2 | 5210 | 22.1
met1 | 6310 | 23.0
## placed cells by master, fill, tap and decap left out, types with 9 or more instances in the layout
cell	count
dfrtp_1	145
nor2_1	124
nand2_1	65
xor2_1	50
xnor2_1	45
nand3_1	41
a21oi_1	30
o21ai_0	29
inv_1	26
and3_1	25
ha_1	23
nand4_1	20
clkdlybuf4s50_1	17
clkbuf_16	9
Power and IR drop assume default switching activity.
