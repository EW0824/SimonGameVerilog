## ./run.sh

```bash
#!/bin/bash
# OpenROAD 26Q1-2900-gdf79404cd8, Yosys 0.63+post, stock flow scripts
make -C /OpenROAD-flow-scripts/flow DESIGN_CONFIG=/design/flow/config.mk WORK_HOME=/design/flow/orfs finish
```

## ./design.v

```verilog
module sequence_loader #(
    parameter N = 10
) (
    input wire clk,
    input wire reset,
    input wire[1:0] lfsr_val,
    output reg write_en,
    output reg [3:0] wr_addr,
    output reg [1:0] wr_data,
    output reg lfsr_enable,
    output reg done
);
    reg [3:0] init_idx;
    always @(posedge clk or posedge reset) begin
        if (reset) begin
            init_idx <= 4'd0;
            write_en <= 1'b0;
            lfsr_enable <= 1'b0;
            done <= 1'b0;
        end else if (!done) begin
            if (init_idx < N) begin
                write_en <= 1'b1;
                lfsr_enable <= 1'b1;
                wr_addr <= init_idx;
                wr_data <= lfsr_val;
                init_idx <= init_idx + 1;
            end else begin
                write_en <= 1'b0;
                lfsr_enable <= 1'b0;
                done <= 1'b1;
            end
        end
    end
endmodule
```

## ./config.mk

```make
export PLATFORM = sky130hd
export DESIGN_NAME = sequence_loader
export DESIGN_NICKNAME = sequence_loader
export VERILOG_FILES = /design/flow/design.v
export SDC_FILE = /design/flow/constraint.sdc
export NUM_CORES = 4
export LEC_CHECK = 1
export CORE_AREA = 10 10 75 75
export DIE_AREA = 0 0 85 85
```

## ./constraint.sdc

```tcl
current_design sequence_loader

set clk_period 2.9
set clk_io_pct 0.2

create_clock -name clk0 -period $clk_period [get_ports {clk}]

set non_clock_inputs [all_inputs -no_clocks]
set_input_delay [expr $clk_period * $clk_io_pct] -clock clk0 $non_clock_inputs
set_output_delay [expr $clk_period * $clk_io_pct] -clock clk0 [all_outputs]
```

==> flow_summary.toml <==
# generated from flow reports
[synthesis]
synth-main-ff-cell = "edfxtp_1"
async_flop_share_pct = 50.00
synth_cells = 30
top_area_cell = "edfxtp_1"
yosysChipArea_sq_um = 459.2
ys_seq_elements = 12
top_cells_by_count = "dfrtp_1, edfxtp_1, nand2_1"
edf_count = 6
yosysWarningCount = 1
yosys_cells = 30
ys_top_cells_by_area = "edfxtp_1, dfrtp_1, xnor2_2"
top_area_share_pct = 39.24
syn_area_sq_um = 459.2
syn_area_per_cell_sq_um = 15.31
synth_cell_types = 17
ys_seq_share_pct = 71.93

[final_timing]
fmax_ghz = 0.5817
period_used_pct = 59.28
timing.slew.headroom_pct = 69.62
final.setup_skew_ps = 2.752
worstMarginPinSlew_ps = 454.0
final.min_clock_period_ps = 1719
rsz0062_at_grt = "false"
final_max_slew_viol_count = 0
setup_viol = 0
tns_ps = 0
hold_viol = 0

[setup_path]
slowest_stage = "clkdlybuf4s50_1"
cp_cell_sequence = "clkdlybuf4s50_1"
crit_family = "buffers and inverters"
arrival_ps = 1140
crit_required_ps = 2320
crit_buf_inv = 1
max_stage_delay_ps = 500
worstPathMaxFanout = 4
worstSetupEndpointType = "output pin"
startpoint_type = "flip-flop"
path_class = "flip-flop to output pin"

[clocking]
clockRootBuffer = "clkbuf_8"
ctsResizeCount = 0
numCtsBuffers = 3
cts_tree = "done"
clk_latency_ps = 230
clockBufferDepth = 2
path_clk_slew_ps = 50
htree_levels = 1
clock_sinks = 12
post_cts_buffers = 0
hold_buffers = 0

[detailed_routing]
antenna_left = 0
wl_per_cell_um = 9.800
drt_iter0_drc = 13
dr.pass1.iters = 2
drt_wl_total_um = 931
vias = 286
post-route-drc-count = 0
viasPerCell = 3.011
diodes = 0

[global_route]
antenna_found_initial = 0
use_met2_pct = 3.542
grtUsageMet1_pct = 3.092
grt_pass1_wl_mm = 1.587
grt_busiest_layer = "met2"
grt.total_usage_pct = 2.683
grt_use_met3_pct = 2.601
grt-ovfl-total = 0
grt_pass1_vias = 320
grt_max_degree = 8

[die]
die_y_um = 85
ios = 13
initCoreUtil_pct = 11.32
die-area_sq_um = 7225
core-area_sq_um = 4058
rows = 23
die-width_um = 85

[power_and_ir_drop]
p_per_area_nw_per_um2 = 488.6
p_leak_nw = 0.2569
peakVddDrop_mv = 0.1258
p_total_uw = 331.9

[hold_path]
min_path_type = "flip-flop to flip-flop"

[place]
placed_cell_area_sq_um = 634.4
place.gp.congestion = 0.7469
port_buffers = 12

[flow_run]
warnings = 25
drv_cap = 0

[status]
outcome = "finished, final reports clean"

[finish]
fin_area_sq_um = 679.4
syn_to_final_growth_pct = 47.96
drive_above_1_share_pct = 17.78
sequential cells by signal, indices dropped and copies added (netlist names):
| name | count |
|---|---|
| lfsr_enable | 1 |
| wr_data | 2 |
| init_idx | 4 |
| done | 1 |
| wr_addr | 4 |
report_power, final:
part | leakage (nW) | switching, mW | internal (mW)
sequential | 0.122 | 0 | 0.178
combinational | 0.112 | 0.00222 | 0.00361
clock | 0.0231 | 0.0548 | 0.0928
cell families after synthesis:
kind of cell               synth area share [%]
muxes                                     3.269
buffers and inverters                     3.271
and+or+nand+nor                           7.356
AOI/OAI and AO/OA                         7.901
DFF                                       71.93
adders and majority gates                 2.724
xor gates and xnor gates                  3.543
per-stage QoR:
stage | setup slack, ps | hold WS (ps) | cells | util [%]
3_5_place_dp | 1136 | 549.1 | 91 | 15.63
5_1_grt | 1116 | 595.9 | 95 | 16.74
6_report | 1181 | 554.0 | 95 | 16.74
2_1_floorplan | 1579 | 371.0 | 30 | -
4_1_cts | 1162 | 565.8 | 95 | 16.74
3_3_place_gp | 1164 | 545.6 | 91 | 15.63
worst paths after layout:
path | startpoint | to | slack [ps] | depth (start not counted)
hold reg to reg | lfsr_enable | lfsr_enable | 550 | 1
setup / recovery | done | done | 1180 | 1
max in group asynchronous | reset | lfsr_enable | 2130 | 2
min in group asynchronous | reset | done | 580 | 2
hold / removal | lfsr_enable | lfsr_enable | 550 | 1
setup reg to reg | init_idx[2] | wr_addr[3] | 1410 | 3
placed cells by master (no fill, tap or decap), types with 2 or more instances in the layout:
| cell type | synthesis | final |
|---|---|---|
| inv_1 | 2 | 2 |
| edfxtp_1 | 6 | 6 |
| clkdlybuf4s50_1 | 0 | 12 |
| nand2_1 | 3 | 3 |
| dfrtp_1 | 6 | 6 |
| clkbuf_8 | 0 | 3 |
cell type report:
cell class	count	area, sq um
clock buffers	3	41.29
clock inverters	1	3.754
fillers	427	3378
inverters	2	7.507
multi-input cells	15	113.9
flip-flops and latches	12	330.3
well taps	50	62.56
repair buffers	12	120.1
routing by layer:
metal  share of wire (%)  vias to the layer above
met5                   0                        -
met4                 1.3                        0
met3                  18                        2
met2                  41                       15
met1                  40                      134
li1                    -                      135
Power figures rest on the tool's default switching activity, not on a simulated workload.
